`config.mk`:
```
export PLATFORM = sky130hd
export DESIGN_NAME = screenAndMapping_TEST
export DESIGN_NICKNAME = screenAndMapping_TEST
export VERILOG_FILES = /design/flow/design.v
export SDC_FILE = /design/flow/constraint.sdc
export NUM_CORES = 4
export LEC_CHECK = 1
export CORE_UTILIZATION = 30
```
`constraint.sdc`:
```
current_design screenAndMapping_TEST

set clk_period 3.8
set clk_io_pct 0.2

create_clock -name clk0 -period $clk_period [get_ports {clk}]

set non_clock_inputs [all_inputs -no_clocks]
set_input_delay [expr $clk_period * $clk_io_pct] -clock clk0 $non_clock_inputs
set_output_delay [expr $clk_period * $clk_io_pct] -clock clk0 [all_outputs]
```
`design.v`:
```
`timescale 1ns / 1ps
module Snake_1(clk, Px1, Py1, Px2, Py2, Px3, Py3, Px4, Py4, hIndex,vIndex,color,AllBlack);
    input clk, AllBlack;
    input [5:0] hIndex, vIndex;
    input [5:0] Px1, Py1, Px2, Py2, Px3, Py3, Px4, Py4;
    output [11:0] color;
    wire clk25MHz;
    reg [11:0] colorReg;
    clk4th s7 (clk, clk25MHz);
    assign color = colorReg;
    always@(posedge clk25MHz) begin
        if (AllBlack) begin
            colorReg <= 12'h000;;
        end else begin
            if((vIndex == Py1 && hIndex == Px1) || (vIndex == Py2 && hIndex == Px2) || (vIndex == Py3 && hIndex == Px3) || (vIndex == Py4 && hIndex == Px4)) begin
                colorReg <= 12'h0F0;;
            end else
                colorReg <= 12'hFFF;;
        end
    end
endmodule
module clkFPS (clk, clkFPS);
    input clk; 
    output reg clkFPS;
    reg [24:0] count=0;
    initial
        clkFPS=0;
    always@(posedge clk) begin
        if (count == 25'd10000000) begin
            clkFPS = ~clkFPS;
            count <= 0;
        end else
            count <= count + 1;
    end
endmodule
`timescale 1ns / 1ps
module screenAndMapping_TEST(clk,Py1,Py2,Py3,Py4,Px1,Px2,Px3,Px4);
    input clk;
    output [5:0] Py1,Py2,Py3,Py4,Px1,Px2,Px3,Px4;
    reg [5:0] PPx1, PPx2, PPx3, PPx4;
    wire FPS;
    clkFPS s10 (clk, FPS);
    initial begin
        PPx1 = 6'd0;
        PPx2 = 6'd1;
        PPx3 = 6'd2;
        PPx4 = 6'd3;
    end
    assign Py1 = 6'd20;
    assign Py2 = 6'd20;
    assign Py3 = 6'd20;
    assign Py4 = 6'd20;
    assign Px1 = PPx1;
    assign Px2 = PPx2;
    assign Px3 = PPx3;
    assign Px4 = PPx4;
    always@( posedge FPS) begin
        PPx1 <= PPx1+1;
        PPx2 <= PPx2+1;
        PPx3 <= PPx3+1;
        PPx4 <= PPx4+1;
    end
endmodule
```
`run.sh`:
```
#!/bin/bash
# OpenROAD 26Q1-2900-gdf79404cd8, Yosys 0.63+post, stock flow scripts
make -C /OpenROAD-flow-scripts/flow DESIGN_CONFIG=/design/flow/config.mk WORK_HOME=/design/flow/orfs finish
```
==> results.toml <==
# implementation run metrics
[outcome]
status = "complete, no violations"

[floorplan]
initCoreUtil = 0.3101
design.die.area_um2 = 7363
die_w_um = 85.81
core_region_area_um2 = 6794
rows = 30
die_y_um = 85.81
ios = 49

[clock_network]
cts-root-buf = "clkbuf_8"
cts_buffers = 3
clkTransAtPathRegs_ps = 80
cts_setup_buffers = 0
cts_tree = "done"
clk_latency_ps = 260
postCtsHoldBufs = 0
postCtsResizedCells = 0
cts.path.max_buffers = 2
cts_max_level = 1

[drt]
antenna_left = 0
wl_per_cell_um = 9.111
routed_wirelength_mm = 2.952
drt-pass1-iter-count = 4
routed_via_density = 3.991
drc = 0
via_count = 1293
drt_iter0_markers = 34
num_antenna_cells = 0

[critical_path]
critPathTopFamily = "simple AND/OR/NAND/NOR gates"
slowest_delay_ps = 710
cp.required_ps = 3790
crit_fanout = 6
rr_endpoint = "s10.clkFPS"
start_kind = "flip-flop"
regToRegSetupSlack_ps = 1640
reg2reg_from = "s10.count[14]"
crit_type = "flip-flop to flip-flop"
ff2ff_path_depth = 3
crit_path_cell_trace = "or4b_2 > nor3_1 > buf_4"
cp_num_buf_inv = 1
crit_arrival_ps = 2150
cp_slowest_cell = "or4b_2"
crit_path_end_kind = "flip-flop"

[sta]
fin_skew_ps = 2.132
setup_ws_ps = 1639
rsz0062_at_grt = "false"
untimed_endpoints = 48
setup-tns-final_ps = 0
drv_slew = 0
fmax_mhz = 462.8
hold_viol = 0
worstMarginPinSlew_ps = 624.0
period_used_share = 0.5686
unclocked_regs = 24
finalSetupViolCount = 0
relSlewSlack = 0.5808
finalWorstPathRequiredPeriod_ps = 2161
holdWs_ps = 473.9

[grt]
grt_max_degree = 26
grt_pass1_vias = 1185
grtUsageTotal = 0.08767
antenna_found_initial = 0
gr-total-overflow = 0
grt_pass1_wl_mm = 5.230

[placement]
gp_congestion = 0.8023
io_buffers = 24
dp_hpwl_mm = 2.336
dpl_worst_slack_ps = 1635

[worst_hold_path]
hold_start = "s10.count[24]"
hold_class = "flip-flop to flip-flop"
worstHoldPathCells = 1
min_to = "s10.count[24]"

[yosys]
yosys.stat.chipArea_um2 = 2107
syn_area_per_cell_um2 = 10.43
yosysWarnings = 2
ys_ff = 50
postSynthCellCount = 202
yosys_cells = 202
top_area_cell = "dfxtp_1"
postSynthSeqShare = 0.4798
synth.distinct_cells = 32
netlist_area_um2 = 2107
top_area_frac = 0.4656
area_leaders = "dfxtp_1, xnor2_1, buf_4"

[run]
maxCapViolCount = 0
warnings = 26

[cells_and_area]
mostFrequentLayoutCells = "dfxtp_1, conb_1, clkdlybuf4s50_1, xnor2_1, nand3_1"
register_area_um2 = 1011
logic_area_um2 = 955.9
n_fill_cell = 682
final_layout_size_suffix_gt1_frac = 0.06579
area_growth_pct = 15.20
lay_top_count = "dfxtp_1"
final_util = 0.3573

[power_and_ir_drop]
vdd_drop_max_mv = 0.1948
p_leak_nw = 0.9543
power.density_nw_per_um2 = 184.3
==> area by class of cell <==
cell class | instances | area share
Sequential cell | 50 | 0.4165
Clock buffer | 4 | 0.02268
Tap cell | 96 | 0.04948
Timing Repair Buffer | 25 | 0.1021
Inverter | 10 | 0.01546
Multi-Input combinational cell | 139 | 0.3938
==> worst register-to-register path, delay by kind of cell (launching register included) <==
family	cells	cell delay, ps
flops	1	350
simple gates	2	1260
buf+inv	1	270
==> state kept, by name (all words and copies together) (netlist names) <==
name	flops
s10.clkFPS	1
PPx1	6
PPx2	6
PPx3	6
PPx4	6
s10.count	25
==> cell families (layout without fill, tap and decap cells) <==
logic type,Yosys count,after routing,synth area share
buffers and inverters,35,39,0.1057
xor gates and xnor gates,36,36,0.1496
AOI/OAI and AO/OA,5,5,0.01722
DFF,50,50,0.4798
and+or+nand+nor,67,67,0.2037
other,2,24,0.003564
muxes,1,1,0.004751
adders and majority gates,6,6,0.03563
==> metrics by stage <==
| step | power [mW] | cells | area, µm² |
|---|---|---|---|
| finish | 0.4475 | 324 | 2427 |
| global route | 0.4709 | 324 | 2427 |
| CTS | 0.4544 | 324 | 2427 |
| detailed placement | 0.2808 | 320 | 2372 |
| global placement | 0.2811 | 320 | 2372 |
| floorplan | 0.2976 | 224 | 2190 |
==> synthesized netlist by cell type <==
library cell,n
conb_1,2
or4b_2,1
nor4bb_1,1
nand2_1,5
nand4_1,5
ha_1,6
nor4_1,2
o21ai_0,2
buf_2,1
nand4_2,2
edfxtp_1,1
xnor2_1,23
mux2i_1,1
nand3_1,16
nor3b_1,1
nor4_4,1
a21oi_2,2
and3_1,5
nand4_4,2
and4_2,1
xor2_1,13
buf_4,24
dfxtp_1,49
and4_1,1
inv_1,10
nor2_1,14
nor3_1,4
or3_1,2
nor4b_1,2
or4_4,1
nor2b_1,1
o32ai_1,1
==> where the power goes <==
part / internal (mW) / switching, mW
logic: 0 / 0.000473
clock network: 0.0925 / 0.0809
registers: 0.274 / 0
==> per-layer routing <==
| metal | GRT usage | vias up | routed length [µm] |
|---|---|---|---|
| met1 | 0.1339 | 571 | 1610 |
| met3 | 0.01660 | 2 | 107 |
| met5 | 0 | - | 0 |
| met4 | 0.004545 | 0 | 12 |
| met2 | 0.1396 | 28 | 1222 |
| li1 | - | 692 | - |
==> worst max path at each step <==
stage | start | endpoint | slack (ps) | depth (start not counted)
5_1_grt | s10.count[14] | s10.clkFPS | 1520 | 3
6_report | s10.count[14] | s10.clkFPS | 1640 | 3
4_1_cts | s10.count[14] | s10.clkFPS | 1630 | 3
Power figures rest on the tool's default switching activity, not on a simulated workload.

===== flow/design.v =====
`timescale 1ns / 1ps
module VGA_Controller(clk, Rin, Gin, Bin, vsync, hsync, R, G, B, hOut, vOut);
    input clk; input [3:0] Rin, Gin, Bin;
    output vsync, hsync; output [3:0] R, G, B; output [9:0] hOut, vOut;
    wire clk25MHz;
    reg HsyncReg,VsyncReg;
    reg [3:0] Rreg,Greg,Breg;
    reg [9:0] hcount,vcount;
    clk4th s1 (clk, clk25MHz);
    initial begin
        HsyncReg=0; VsyncReg=0;
        Rreg=0; Greg=0;    Breg=0;  hcount=0;   vcount=0;
    end
    assign vsync = VsyncReg;
    assign hsync = HsyncReg;
    assign R = Rreg;
    assign G = Greg;
    assign B = Breg;
    assign hOut = hcount;
    assign vOut = vcount;
    always@(posedge clk25MHz) begin
        HsyncReg <=0; VsyncReg<=0; Rreg<=0; Greg<=0; Breg<=0;
        if (hcount == 10'd799) begin
            hcount <= 10'd0;
            if (vcount == 10'd524) begin
                vcount <= 10'd0;
            end else begin
                vcount <= vcount +1;
            end
        end else begin
            hcount <= hcount+1;
            if ((10'd659<=hcount) && (hcount<=10'd755)) begin
                HsyncReg <= 1;
            end 
            if ((10'd493<=vcount) && (vcount<=10'd494)) begin
                VsyncReg <= 1;
            end 
            if((hcount<=10'd639) && (vcount<=10'd479)) begin
                Rreg <= Rin;
                Greg <= Gin;
                Breg <= Bin;
            end
        end
    end
endmodule
module clk4th (clk, clk25MHz);
    input clk; 
    output clk25MHz;
    reg [1:0] count=0;
    assign clk25MHz = count[1];
    always@(posedge clk) begin
        count <= count + 1;
    end
endmodule 

===== flow/config.mk =====
export PLATFORM = sky130hd
export DESIGN_NAME = VGA_Controller
export DESIGN_NICKNAME = VGA_Controller
export VERILOG_FILES = /design/flow/design.v
export SDC_FILE = /design/flow/constraint.sdc
export NUM_CORES = 4
export LEC_CHECK = 1
export CORE_UTILIZATION = 30

===== flow/constraint.sdc =====
current_design VGA_Controller

set clk_period 1.2
set clk_io_pct 0.2

create_clock -name clk0 -period $clk_period [get_ports {clk}]

set non_clock_inputs [all_inputs -no_clocks]
set_input_delay [expr $clk_period * $clk_io_pct] -clock clk0 $non_clock_inputs
set_output_delay [expr $clk_period * $clk_io_pct] -clock clk0 [all_outputs]

===== flow/run.sh =====
#!/bin/bash
# OpenROAD 26Q1-2900-gdf79404cd8, Yosys 0.63+post, stock flow scripts
make -C /OpenROAD-flow-scripts/flow DESIGN_CONFIG=/design/flow/config.mk WORK_HOME=/design/flow/orfs finish

==> results.ini <==
[outcome]
status=complete, no violations

[cts]
cts-root-buf=clkbuf_8
cts_tree=built
postCtsHoldBufs=0
htree_levels=1
post_cts_buffers=0
clk_path_buf_depth=2
numCtsBuffers=3
path_clk_slew_ns=0.03
cts_resized=0
clock.latency.late_pin_ns=0.21

[hold_path]
hold_class=reg -> reg
hp-start=s1.count[0]
holdPathEnd=s1.count[0]
holdPathStages=1

[timing]
whs_ns=0.387
finalCritPeriodShare_pct=48.1
fin_ws_ns=0.622
unclocked_pins=34
drv_slew=0
hold_viol_final=0
timing.slew.headroom_pct=53.3
clock_skew_ns=0.00251
fin_crit_ns=0.578
max_slew.worst_pin.slew_ns=0.701
setup-tns-final_ns=0
fmax_mhz=1730
untimed_endpoints=78
grt_setup_unrepaired=no
setup_violations=0

[yosys]
mux_share_pct=0
xor_area_share_pct=7.74
syn_avg_cell_area_um2=11.0
ys_cells=134
ys_seq_share_pct=55.8
topCombFamilyByArea=simple AND/OR/NAND/NOR gates
edf_count=10
synthAdderAreaFrac_pct=2.55
async_flop_share_pct=0
synth_cell_type_count=38
yosys_warnings=2
ff_type=dfxtp_1
synth.ff_latch_count=36
netlist_instances=134
yosys.area_share.aoi_pct=7.65
syn-cell-area_um2=1470
simple_gate_share_pct=23.1
yosys-stat-area_um2=1470

[power_and_ir_drop]
power.total_mw=0.366
power_frac_comb_pct=10.2
clkPwrFrac_pct=71.5
p_seq_share_pct=18.3
switching_share_pct=14.6
intPower_mw=0.313
peakVddDrop_v=0.000636
power_density_nw_per_um2=179
power_leakage_nw=0.783
netSwitchingPower_mw=0.0533

[routing]
num_antenna_cells=0
vias=1101
dr.pass1.iters=4
drtIter0Drc=33
wl_per_cell_um=10.7
postRouteAntennaNets=0
drt-total-wl_um=2630
remaining_drc_errors=0
routed_via_density=4.46

[cells_and_area]
area_delta_synth_final_pct=39.2
layout_top_cell=clkdlybuf4s50_1
fin_cells=247
post-route-util_pct=43.4
drive_above_1_share_pct=7.22
final_cell_mix=clkdlybuf4s50_1, dfxtp_1, and2_1
stdcell_area_um2=2050

[critical_path]
crit_arrival_ns=0.67
ff2ff_setup_slack_ns=0.62
critical_path_class=reg -> reg
crit_path_end_kind=flip-flop
critPathMaxFanout=2
worst_setup_path_start_kind=flip-flop
cp.required_ns=1.29
slowest_delay_ns=0.31
crit_buf_inv=0
worstReg2RegEnd=s1.count[1]
crit_chain=xor2_1
worst_path_max_delay_cell=dfxtp_1
r2r_start=s1.count[0]
critPathTopFamily=flip-flops
rr_worst_depth=1

[floorplan]
initCoreUtil_pct=31.2
io_pins=47
fp-row-count=25
die_h_um=72.0
core_region_area_um2=4720
chipWidth_um=72.0
die_area_um2=5190

[grt]
met3_usage_pct=1.27
grt_pass1_vias=1006
grt_util_met1_pct=19.3
grt_antenna_before_repair=0
track_usage_pct=11.2
grt_max_degree=35
gr-usage-met2_pct=16.4
busiest_layer=met1
grt.overflow.total=0
grt_pass1_wl_um=4620

[place]
dp.cells=244
dpl.hpwl_um=1960
port_buffers=46
dp_slack_ns=0.632
placed_area_um2=2010
place_congestion=0.787

[flow_run]
tool_warnings=26
drv_cap=0

==> worst max-delay path by stage <==
stage	startpoint	end	slack, ns	cells past startpoint
6_report	s1.count[0]	s1.count[1]	0.62	1
5_1_grt	s1.count[0]	s1.count[1]	0.62	1
4_1_cts	s1.count[0]	s1.count[1]	0.62	1
==> synthesized netlist by cell type, types with 4 or more instances <==
master / number / area, um^2
edfxtp_1: 10 / 300
nor2_1: 10 / 37.5
dfxtp_1: 26 / 521
buf_2: 4 / 20.0
o21ai_0: 4 / 20.0
nand3_1: 7 / 35.0
nand2_1: 5 / 18.8
inv_1: 6 / 22.5
and2_1: 12 / 75.1
xnor2_1: 6 / 52.6
xor2_1: 7 / 61.3
==> cell families (layout without fill, tap and decap cells) <==
family,after synthesis,count (layout)
compound gates,16,16
xor+xnor,13,13
fa+ha+maj,3,3
buf+inv,11,57
flops,36,36
simple gates,55,55
==> layer usage <==
metal / wire [um] / part of all wire (%)
met1: 1390 / 53
met2: 1120 / 42
met3: 121 / 4.6
met4: 0 / 0
met5: 0 / 0
==> sequential cells by signal, indices dropped and copies added (netlist names) <==
register and flops:
hcount 10, vcount 10, Breg 4, Greg 4, Rreg 4, s1.count 2, HsyncReg 1, VsyncReg 1
==> power groups by stage <==
stage         combinational (mW)  clock [mW]  sequential, mW
finish                    0.0373       0.261          0.0671
global route              0.0398       0.274          0.0671
CTS                       0.0377       0.267          0.0671
==> final cells by class <==
class	instances	area [um^2]
repair buffers	48	475
well taps	67	83.8
clock buffers	3	41.3
multi-input cells	87	604
flip-flops and latches	36	821
fillers	443	2680
inverters	6	22.5
Power is estimated from default activity; no workload was simulated.

<file path="/design/flow/config.mk">
export PLATFORM = sky130hd
export DESIGN_NAME = PS2
export DESIGN_NICKNAME = PS2
export VERILOG_FILES = /design/flow/design.v
export SDC_FILE = /design/flow/constraint.sdc
export NUM_CORES = 4
export LEC_CHECK = 1
export CORE_AREA = 10 10 95 95
export DIE_AREA = 0 0 105 105
</file>
<file path="/design/flow/constraint.sdc">
current_design PS2

set clk_period 2.2
set clk_io_pct 0.2

create_clock -name clk0 -period $clk_period [get_ports {PS2CLK}]

set non_clock_inputs [all_inputs -no_clocks]
set_input_delay [expr $clk_period * $clk_io_pct] -clock clk0 $non_clock_inputs
set_output_delay [expr $clk_period * $clk_io_pct] -clock clk0 [all_outputs]
</file>
<file path="/design/flow/design.v">
module GetPS2Data(
    input PS2CLK,
    input PS2Data,
    output reg [0:21] Data
);
initial 
    Data = 22'h3FFFFF;
always @(negedge PS2CLK) begin
    Data <= {PS2Data,Data[0:20]};
end
endmodule
module PS2(
    input PS2CLK,
    input PS2Data,
    output [7:0] KeyPress,
    output newKey
);
wire [0:21] Data;
wire ready, KeyRelease;
reg [7:0] PrevKeyPress = 8'hF0;
reg [7:0] KeyPress_reg = 8'hF0;
assign KeyPress = KeyPress_reg;
GetPS2Data get (PS2CLK,PS2Data,Data);
assign KeyRelease = (Data[13:20] == 8'hF0) ? 1:0;
assign newKey = (PrevKeyPress != KeyPress);
always @(negedge PS2CLK) begin
    if(KeyRelease) begin
        PrevKeyPress <= KeyPress_reg;
        KeyPress_reg <= Data[2:9];
    end
    else begin
        KeyPress_reg <= KeyPress_reg;
        PrevKeyPress <= PrevKeyPress;
    end
end
endmodule
</file>
<file path="/design/flow/run.sh">
#!/bin/bash
# OpenROAD 26Q1-2900-gdf79404cd8, Yosys 0.63+post, stock flow scripts
make -C /OpenROAD-flow-scripts/flow DESIGN_CONFIG=/design/flow/config.mk WORK_HOME=/design/flow/orfs finish
</file>
==> results_dict.tcl <==
# implementation run metrics
set metrics [dict create \
    regToRegSetupSlack_ps 670 \
    comb_area_um2 116 \
    edf_count 16 \
    cp_cell_sequence "xor2_1, nor4_2, nand2_1, buf_2" \
    clock_skew_ps 9.52 \
    routedWlPerCell_um 8.24 \
    top_cells_by_count "dfxtp_1 (21), edfxtp_1 (16), xor2_1 (8), nor4_1 (2)" \
    clkTransAtPathRegs_ps 40 \
    yosysMostFrequentCell "dfxtp_1" \
    drv_cap 0 \
    drc 0 \
    grt_max_degree 17 \
    fp_util_pct 14.6 \
    hold_viol 0 \
    cts_buffers 5 \
    worst_slack_ps -768 \
    cts_htree_levels 2 \
    warnings 65 \
    r2r_start "get.Data[19]$_DFF_N_" \
    synth_warnings 2 \
    dp_slack_ps -766 \
    crit_fanout 2 \
    port_buffers 10 \
    top_cell_area_share_pct 47.6 \
    crit_family "flip-flops" \
    p_leak_nw 0.746 \
    yosys_area_um2 1010 \
    hold_depth 0 \
    area.sequential_um2 901 \
    yosysUniqueCellTypes 9 \
    worstPathRequired_ps 1760 \
    antenna_cells 0 \
    num_vias 618 \
    async_reset_ff_share_pct 0 \
    dieHeight_um 105 \
    antenna_found_initial 0 \
    die_w_um 105 \
    power_density_nw_per_um2 1040 \
    cpMaxStageDelayCell "edfxtp_1" \
    crit_path_max_incr_delay_ps 410 \
    postCtsHoldBufs 0 \
    grt_overflow 0 \
    first_pass_iters 2 \
    die-area_um2 11000 \
    largest_register_ffs 21 \
    synth_area_leader_cell "edfxtp_1" \
    ys.flops 37 \
    root_buffer "clkbuf_8" \
    criticalPathCategory "reg2out" \
    flop_cell "dfxtp_1" \
    grt_pass1_vias 689 \
    routed_via_density 2.89 \
    synthesis.instances 52 \
    hold_path_class "reg2reg" \
    syn_to_final_growth_pct 62.2 \
    dr.first_iter.drc_count 11 \
    cts_tree "yes" \
    hp-start "get.Data[12]$_DFF_N_" \
    synth_area_um2 1010 \
    hold_ws_ps 316 \
    ant_nets 0 \
    r2r-end "KeyPress_reg[6]$_DFFE_NN_" \
    violations "negative setup slack" \
    setup_viol 9 \
    reg2reg_depth 3 \
    endpoint_kind "output pin" \
    drive_above_1_share_pct 26.3 \
    grtUsageTotal_pct 3.23 \
    clkLatencyLatePin_ps 340 \
    clock_sinks 37 \
    cts_buffer_depth 2 \
    seq_area_frac_synth_pct 89.3 \
    hold_path_end "get.Data[13]$_DFF_N_" \
    fill_cells 708 \
    topCellsByArea "edfxtp_1 (48%), dfxtp_1 (42%), xor2_1 (6.9%), nor4_1 (1.2%), or4_1 (0.74%)" \
    rows 30 \
    critPathLaunchType "flip-flop" \
    gp_congestion 0.715 \
    report.final.slew_viol_count 0 \
    grt_pass1_wl_um 2930 \
    run_status "complete, but fails checks" \
    critPathBufInv 1 \
    ys_cells 52 \
    hpwlAfterDp_um 1050 \
    rsz0062_at_grt "yes" \
    design.core.area_um2 6910 \
    avgSynthCellArea_um2 19.4 \
    cp.arrival_ps 2530 \
    io_pins 11 \
    vdd_drop_max_mv 0.313 \
    worst_pin_slew_ps 221 \
    wl_um 1760 \
    slew-limit-headroom_pct 85.1 \
]
-- worst max-delay path by stage --
stage	end	cells past startpoint	from	slack (ps)
finish	newKey	4	KeyPress_reg[6]$_DFFE_NN_	-770
global route	newKey	4	KeyPress_reg[3]$_DFFE_NN_	-870
CTS	newKey	4	KeyPress_reg[5]$_DFFE_NN_	-830
-- routing by layer --
metal	part of all wire (%)	up-vias	track usage [%]	wire length, um
met5	0	-	0	0
met3	8.3	5	3.11	147
li1	-	312	-	-
met2	43	19	3.96	761
met1	46	282	3.54	810
met4	2.5	0	1.76	44
-- area by class of cell --
cell class,count,area share (%)
clock buffers,5,4.21
clock inverters,40,12.7
multi-input cells,14,7.12
flip-flops and latches,37,55.1
well taps,96,7.35
repair buffers,22,13.5
-- through the flow --
| step | setup TNS, ps | power, mW | util, % | std cells | cell area [um^2] |
|---|---|---|---|---|---|
| floorplan | -152 | 0.860 | - | 52 | 1010 |
| global placement | -3160 | 0.866 | 18.8 | 167 | 1300 |
| detailed placement | -3170 | 0.867 | 18.8 | 167 | 1300 |
| CTS | -3720 | 1.73 | 23.2 | 213 | 1610 |
| global route | -3880 | 1.82 | 23.7 | 214 | 1640 |
| finish | -3410 | 1.69 | 23.7 | 214 | 1640 |
-- cells by family (layout without fill, tap and decap cells) --
logic type | Yosys count | in the layout | share of synthesized area (%)
and+or+nand+nor | 6 | 6 | 3.35
DFF | 37 | 37 | 89.3
xor gates and xnor gates | 8 | 8 | 6.95
buffers and inverters | 1 | 67 | 0.372
-- repair_timing --
item	CTS	global route
endpoints found under the setup margin	9	9
pin swaps	3	1
resized	41	6
cloned	0	0
buffers inserted	6	4
hold endpoints to repair	0	0
-- report_power, final --
| part | internal, mW | switching (mW) | leakage (nW) | total, mW |
|---|---|---|---|---|
| clock network | 0.542 | 0.397 | 0.265 | 0.940 |
| registers | 0.740 | 0.00835 | 0.321 | 0.749 |
| logic | 0.00335 | 0.00155 | 0.160 | 0.00490 |
| total | 1.29 | 0.407 | 0.746 | 1.69 |
-- cell usage in the layout (no fill, tap or decap) --
| cell | instances |
|---|---|
| buf_2 | 1 |
| buf_4 | 5 |
| buf_6 | 15 |
| bufinv_16 | 2 |
| clkbuf_8 | 5 |
| clkdlybuf4s50_1 | 1 |
| clkinv_4 | 1 |
| dfxtp_1 | 21 |
| edfxtp_1 | 16 |
| inv_1 | 37 |
| nand2_1 | 1 |
| nand4_1 | 1 |
| nor2_1 | 1 |
| nor4_2 | 2 |
| or4_1 | 1 |
| xor2_1 | 8 |
No activity file was given, so power comes from the tool's default toggle rates.
